--- flow/constraint.sdc ---
current_design button_processing

set clk_period 5.4
set clk_io_pct 0.2

create_clock -name clk0 -period $clk_period [get_ports {clk_in}]

set non_clock_inputs [all_inputs -no_clocks]
set_input_delay [expr $clk_period * $clk_io_pct] -clock clk0 $non_clock_inputs
set_output_delay [expr $clk_period * $clk_io_pct] -clock clk0 [all_outputs]
--- flow/run.sh ---
#!/bin/bash
# OpenROAD 26Q1-2900-gdf79404cd8, Yosys 0.63+post, stock flow scripts
make -C /OpenROAD-flow-scripts/flow DESIGN_CONFIG=/design/flow/config.mk WORK_HOME=/design/flow/orfs finish
--- flow/config.mk ---
export PLATFORM = sky130hd
export DESIGN_NAME = button_processing
export DESIGN_NICKNAME = button_processing
export VERILOG_FILES = /design/flow/design.v
export SDC_FILE = /design/flow/constraint.sdc
export NUM_CORES = 4
export LEC_CHECK = 1
export CORE_UTILIZATION = 40
--- flow/design.v ---
`timescale 1ns / 1ps
module button_processing( input clk_in,
                          input reset_in,
                          input btnc, btnu, btnd, btnl, btnr,
                          output logic reset_b,
                          output logic select_b,
                          output logic pause_b,
                          output logic up_b,
                          output logic down_b,
                          output logic left_b,
                          output logic right_b,
                          output logic rotate_b,
                          output logic hard_drop_b,
                          output logic soft_drop_b,
                          output logic hold_b
    );
    logic center, up, down, left, right;
    logic center_short_pulse, center_medium_pulse, center_long_pulse, up_pulse, 
      hard_drop_pulse, soft_drop_pulse, left_pulse, right_pulse;
    debounce db1(.clk_in(clk_in), .reset_in(reset_in), .noisy_in(btnc), .clean_out(center));
    debounce db2(.clk_in(clk_in), .reset_in(reset_in), .noisy_in(btnu), .clean_out(up));
    debounce db3(.clk_in(clk_in), .reset_in(reset_in), .noisy_in(btnd), .clean_out(down));
    debounce db4(.clk_in(clk_in), .reset_in(reset_in), .noisy_in(btnl), .clean_out(left));
    debounce db5(.clk_in(clk_in), .reset_in(reset_in), .noisy_in(btnr), .clean_out(right));
    button_sharing btn_share1(.clk_in(clk_in), .level_in(center), .short_pulse_out(center_short_pulse), 
      .medium_pulse_out(center_medium_pulse), .long_pulse_out(center_long_pulse));
    level_to_pulse ltp1(.clk_in(clk_in), .level_in(up), .pulse_out(up_pulse));
    dual_drop dd1(.clk_in(clk_in), .reset_in(reset_in), .level_in(down), 
      .hard_drop_pulse_out(hard_drop_pulse), .soft_drop_pulse_out(soft_drop_pulse));
    auto_shift auto_shift1(.clk_in(clk_in), .reset_in(reset_in), .level_in(left), .pulse_out(left_pulse));
    auto_shift auto_shift2(.clk_in(clk_in), .reset_in(reset_in), .level_in(right), .pulse_out(right_pulse));
    always_comb begin
        reset_b = center_long_pulse;
        select_b = center_short_pulse | center_medium_pulse;
        pause_b = center_medium_pulse;
        up_b = up_pulse;
        down_b = soft_drop_pulse | hard_drop_pulse;
        left_b = left_pulse;
        right_b = right_pulse;
        rotate_b = up_pulse;
        hard_drop_b = hard_drop_pulse;
        soft_drop_b = soft_drop_pulse;
        hold_b = center_short_pulse;
    end
endmodule
`timescale 1ns / 1ps
module debounce #(parameter NUM_CYCLES = 1485000) 
                 (input clk_in,
                  input reset_in,
                  input noisy_in,
                  output logic clean_out);
    logic [20:0] count;
    logic new_input;
    always_ff @(posedge clk_in) begin
        if (reset_in) begin
            new_input <= noisy_in; 
            clean_out <= noisy_in; 
            count <= 0;
        end else if (noisy_in != new_input) begin
            new_input <= noisy_in;
            count <= 0;
        end else if (count == NUM_CYCLES)
            clean_out <= new_input;
        else count <= count + 1;
    end
endmodule
`timescale 1ns / 1ps
module level_to_pulse(  input clk_in,
                        input level_in,
                        output logic pulse_out
    );
    logic old_level;
    always_ff @(posedge clk_in) begin
        old_level <= level_in;
        pulse_out <= level_in & ~old_level;
    end
endmodule
module button_sharing(  input clk_in,
                        input level_in,
                        output logic short_pulse_out,
                        output logic medium_pulse_out,
                        output logic long_pulse_out
    );
    parameter MEDIUM_PRESS_MIN = 29700000; 
    parameter LONG_PRESS_MIN = 445500000; 
    logic old_level;
    logic [28:0] count;
    always_ff @(posedge clk_in) begin
        old_level <= level_in;
        short_pulse_out <= (count < MEDIUM_PRESS_MIN) ? ~level_in & old_level : 0;
        medium_pulse_out <= (count == MEDIUM_PRESS_MIN);
        long_pulse_out <= (count == LONG_PRESS_MIN);
        if (level_in & ~old_level)
            count <= 0;
        else if (level_in & old_level)
            count <= (count <= LONG_PRESS_MIN) ? count + 1 : count;
        else if (~level_in & old_level)
            count <= 0;     
    end
endmodule
module dual_drop(   input clk_in,
                    input reset_in,
                    input level_in,
                    output logic hard_drop_pulse_out,
                    output logic soft_drop_pulse_out
    );
    parameter SOFT_DROP_MIN_PRESS = 29700000; 
    parameter SOFT_DROP_SPEED = 7425000; 
    logic old_level;
    logic [24:0] wait_count;
    logic soft_drop_enable;
    logic [22:0] drop_count;
    always_ff @(posedge clk_in) begin
        old_level <= level_in;
        hard_drop_pulse_out <= (wait_count < SOFT_DROP_MIN_PRESS) ? ~level_in & old_level : 0;
        soft_drop_pulse_out <= (wait_count == SOFT_DROP_MIN_PRESS) | (drop_count == SOFT_DROP_SPEED);
        if (reset_in) begin
            wait_count <= 0;
            soft_drop_enable <= 0;
            drop_count <= 0;
        end else if (level_in & old_level) begin
            if (soft_drop_enable) begin
                if (drop_count == SOFT_DROP_SPEED)
                    drop_count <= 0;
                else drop_count <= drop_count + 1;
            end else if (wait_count > SOFT_DROP_MIN_PRESS) begin
                soft_drop_enable <= 1;
            end else wait_count <= wait_count + 1;
        end else if (~level_in & old_level) begin
            wait_count <= 0;
            soft_drop_enable <= 0;
            drop_count <= 0;
        end  
    end
endmodule
module soft_drop(   input clk_in,
                    input reset_in,
                    input level_in,
                    output logic pulse_out
    );
    parameter SOFT_DROP_SPEED = 7425000; 
    logic old_level;
    logic [22:0] count;
    always_ff @(posedge clk_in) begin
        old_level <= level_in;
        pulse_out <= (level_in & ~old_level) | (count == SOFT_DROP_SPEED);
        if (reset_in) begin
            count <= 0;
        end else if (level_in & old_level) begin
            if (count == SOFT_DROP_SPEED)
                count <= 0;
            else count <= count + 1;
        end else if (~level_in & old_level)
            count <= 0;    
    end
endmodule
module auto_shift(  input clk_in,
                    input reset_in,
                    input level_in,
                    output logic pulse_out
    );
    parameter AUTO_SHIFT_DELAY = 25245000; 
    parameter AUTO_SHIFT_SPEED = 7425000; 
    logic old_level;
    logic [24:0] wait_count;
    logic auto_shift_enable;
    logic [22:0] auto_count;
    always_ff @(posedge clk_in) begin
        old_level <= level_in;
        pulse_out <= (level_in & ~old_level) | 
          (wait_count == AUTO_SHIFT_DELAY) | (auto_count == AUTO_SHIFT_SPEED);
        if (reset_in) begin
            wait_count <= 0;
            auto_shift_enable <= 0;
            auto_count <= 0;
        end else if (level_in & old_level) begin
            if (auto_shift_enable) begin
                if (auto_count == AUTO_SHIFT_SPEED)
                    auto_count <= 0;
                else auto_count <= auto_count + 1;
            end else if (wait_count == AUTO_SHIFT_DELAY) begin
                wait_count <= 0;
                auto_shift_enable <= 1;
            end else wait_count <= wait_count + 1; 
        end else if (~level_in & old_level) begin
            wait_count <= 0;
            auto_shift_enable <=0;
            auto_count <= 0; 
        end     
    end
endmodule
==> out/qor.rpt <==
FINAL LAYOUT
---------------------------------------------------------------------------
Post-route non-filler standard cell count                             2,404
Fraction of final layout cells sized beyond drive strength 1         0.0586
Fill count                                                            3,601
Gate Area                                                        8560 sq um
Area occupied by registers                                       6190 sq um
Area added between synthesis and finish                               12.1%

GRT
---------------------------------------------------------------------------
Gr ovfl total                                                             0
Wire length of the first global-routing pass                        57.4 mm
Total track usage                                                     0.177
Initial antenna violation count                                           0
Maximum number of pins on one net before global-route repair             51
Via count of the first global-routing pass                           12,000

SETUP PATH
---------------------------------------------------------------------------
Launch point of the worst reg-to-reg path                      dd1.old_level$_DFF_P_
Largest fanout on the critical path                                       2
Worst Setup Start Kind                                            flip-flop
Setup crit start                                               btn_share1.medium_pulse_out$_DFF_P_
Crit path arrival time                                              1.54 ns
Path type of the worst setup path                              flip-flop to output pin
Endpoint required time on the critical path                         4.32 ns
Element type at the critical path end                            output pin

DRT
---------------------------------------------------------------------------
Wire length per cell after detailed routing                    13.6 microns
Iteration count of the initial detailed-routing pass                      5
Average via count per standard cell                                    5.46
Diodes inserted                                                           0
Total via count after detailed routing                               13,100
Initial detailed-routing violation count                                769
Number of nets still failing antenna checks after routing                 0
Detailed Route WL                                                   32.8 mm
DRC violation count after routing                                         0

FLOORPLANNING
---------------------------------------------------------------------------
Die outline width                                               198 microns
Chip footprint                                                 39,100 sq um
Vert. Die Dim                                                   198 microns
Core area                                                      37,700 sq um
Starting density of the core                                          0.406
Top-Level Pins                                                           18
Number of cell rows                                                      71

PWR
---------------------------------------------------------------------------
Clock group share of total power                                      0.498
Net load switching power                                            1.16 mW
Power share of the combinational group                                0.044
Peak supply drop                                                 0.000186 V
Static leakage power                                                5.44 nW
Power per unit of standard cell area                            294 nW/um^2
Share of total power consumed by net switching                        0.229
Flop pwr share                                                        0.458
Cell internal pwr                                                   3.89 mW

TIMING
---------------------------------------------------------------------------
Unrepaired setup endpoints after global routing                       false
Final min period                                                    2.62 ns
Max frequency                                                     0.382 GHz
Final Setup Violations                                                    0
Setup TNS                                                              0 ns
Tightest slew margin relative to the limit                            0.335
Final max-slew violation count                                            0
Clock skew after layout                                           0.0137 ns
Share of the clock period used by the worst path                      0.485
Total count of hold-check failures in the final report                    0
Pin slew with the least headroom to its limit                      0.989 ns

CLOCK NETWORK
---------------------------------------------------------------------------
Clock-pin slew on the worst setup and hold paths                    0.06 ns
Cts hold-fix bufs                                                         0
CTS Root Buffer Type                                           sky130_fd_sc_hd__clkbuf_16
Number of CTS-inserted buffers                                           37
Number of clock sinks                                                   304
Quantity of gates resized following cts                                   0
Deepest clock path buffer count                                           3
Clock insertion delay at the later pin of the skew report           0.54 ns
Max H-tree Level                                                          2
Clock tree from TritonCTS                                              done
Post-CTS setup repair buffer count                                        0

YOSYS
---------------------------------------------------------------------------
Count of flip-flops with a built-in enable after synthesis               10
Top cell type's share of synthesized area                             0.384
Post-synthesis cell count from yosys                                  1,869
Netlist area before placement                                  15,300 sq um
YS warnings                                                               6
Most area-consuming cells after synthesis                      sky130_fd_sc_hd__dfxtp_1 38%, sky130_fd_sc_hd__nor2_1 5.6%, sky130_fd_sc_hd__nand2_1 4.4%
Library cells used by synthesis                                          79
Synthesized netlist cell count                                        1,869
Sequential fraction of the synthesis area                             0.404
Async set-or-reset flop fraction in the synthesized netlist               0
Chip area estimate from yosys synthesis                        15,300 sq um
Dominant Register Cell                                         sky130_fd_sc_hd__dfxtp_1
Number of register bits inferred by synthesis                           304
Syn Area/Cell                                                    8.19 sq um
Cell type with the highest aggregate area in the netlist       sky130_fd_sc_hd__dfxtp_1

MIN PATH
---------------------------------------------------------------------------
Kind of path behind the tightest hold check                    flip-flop to flip-flop
Worst min-delay path startpoint                                ltp1.old_level$_DFF_P_

FLOW RUN
---------------------------------------------------------------------------
Number of maximum-capacitance constraint violations                       0
OpenROAD warning count                                                   37

PLACEMENT
---------------------------------------------------------------------------
Placed cells                                                          2,340
DPL Wire Length                                                     21.4 mm
Gpl congestion                                                        0.858
Port-buffer cells                                                        17

RUN STATUS
---------------------------------------------------------------------------
Result of the run                                                 completed

-- metrics by stage --
step / cell area, sq um / util / setup WS (ns) / hold WS, ns / total power [mW]
6_report: 17200 / 0.456 / 2.78 / 0.386 / 5.05
5_1_grt: 17200 / 0.456 / 2.55 / 0.419 / 5.25
4_1_cts: 17200 / 0.456 / 2.74 / 0.392 / 5.13
3_5_place_dp: 15900 / 0.423 / 2.36 / 0.387 / 2.58
3_3_place_gp: 15900 / 0.423 / 2.40 / 0.377 / 2.58
2_1_floorplan: 15300 / - / 3.14 / 0.340 / 2.51
-- synthesized netlist by cell type (all sizes together), types with 9 or more instances --
master	n
a21o	11
a21oi	119
a311oi	34
a31oi	24
and2	18
and3	40
and4	21
buf	19
clkbuf	56
dfxtp	294
edfxtp	10
ha	24
inv	62
nand2	179
nand3	100
nand4	86
nor2	227
nor2b	9
nor3	55
nor4	25
nor4b	23
o211a	10
o211ai	14
o21ai	87
o31ai	13
or3	47
or4	26
xnor2	51
xor2	76
-- flip-flops by register name (all words and copies together), names as in the netlist, 21 cells and up --
name,flops
btn_share1.count,29
auto_shift1.wait_count,25
auto_shift2.wait_count,25
dd1.wait_count,25
auto_shift1.auto_count,23
auto_shift2.auto_count,23
dd1.drop_count,23
db1.count,21
db2.count,21
db3.count,21
db4.count,21
db5.count,21
-- routing by layer --
layer	global-route usage	up-vias	routed length, microns	part of all wire
met2	0.259	215	13800	0.42
met5	0	-	0	0
li1	-	6830	-	-
met3	0.0265	66	1330	0.040
met4	0.0465	0	945	0.029
met1	0.280	6004	16700	0.51
-- layout make-up --
| class | count | area share |
|---|---|---|
| multi-input cells | 1427 | 0.499 |
| flip-flops and latches | 304 | 0.360 |
| clock buffers | 48 | 0.0598 |
| well taps | 511 | 0.0372 |
| repair buffers | 35 | 0.0176 |
| inverters | 63 | 0.0138 |
| clock inverters | 16 | 0.0125 |
-- worst max-delay path: stages (launching register included) --
cell	delay, ns
sky130_fd_sc_hd__dfxtp_1	0.31
sky130_fd_sc_hd__or2_2	0.29
sky130_fd_sc_hd__clkdlybuf4s50_1	0.40
-- cell families after synthesis --
group                    after synthesis  synth area share
AND-OR/OR-AND                        359             0.150
XOR/XNOR                             127            0.0726
adder cells (fa/ha/maj)               24            0.0196
buffers and inverters                138            0.0372
flip-flops                           304             0.404
multiplexers                           8           0.00564
AND/OR/NAND/NOR                      909             0.311
-- power by group through the flow --
| stage | registers, mW | clock network [mW] | logic [mW] |
|---|---|---|---|
| 6_report | 2.31 | 2.51 | 0.222 |
| 5_1_grt | 2.31 | 2.69 | 0.250 |
| 4_1_cts | 2.31 | 2.60 | 0.224 |
-- path summary, 6_finish.rpt --
check                               endpoint  slack, ns  cells after the start
max reg2reg  dd1.drop_count[22]$_SDFFE_PP0P_       2.82                      7
min reg2reg           ltp1.pulse_out$_DFF_P_       0.39                      1
max                                 select_b       2.78                      2
min                   ltp1.pulse_out$_DFF_P_       0.39                      1
-- layout by cell type (no fill, tap or decap), drive strengths merged, types with 47 or more instances in the layout --
| cell type | instances |
|---|---|
| nor2 | 227 |
| nand2 | 179 |
| clkbuf | 48 |
| nor3 | 55 |
| nand3 | 100 |
| inv | 63 |
| o21ai | 87 |
| or3 | 47 |
| dfxtp | 294 |
| xnor2 | 51 |
| xor2 | 76 |
| nand4 | 86 |
| a21oi | 119 |
Power and IR drop assume default switching activity.
