===== design/flow/config.mk =====
export PLATFORM = sky130hd
export DESIGN_NAME = block_addresses
export DESIGN_NICKNAME = block_addresses
export VERILOG_FILES = /design/flow/design.v
export SDC_FILE = /design/flow/constraint.sdc
export NUM_CORES = 4
export LEC_CHECK = 1
export CORE_UTILIZATION = 50

===== design/flow/constraint.sdc =====
current_design block_addresses

set clk_period 7.6
set clk_io_pct 0.2

create_clock -name clk0 -period $clk_period [get_ports {clk_in}]

set non_clock_inputs [all_inputs -no_clocks]
set_input_delay [expr $clk_period * $clk_io_pct] -clock clk0 $non_clock_inputs
set_output_delay [expr $clk_period * $clk_io_pct] -clock clk0 [all_outputs]

===== design/flow/design.v =====
`timescale 1ns / 1ps
module block_addresses( input clk_in,
                        input [2:0] block_color,
                        input [1:0] block_state,
                        input [3:0] block_x,
                        input [4:0] block_y,
                        output logic [8:0] addr1, addr2, addr3, addr4
    );
    parameter RED = 3'b001;
    parameter ORANGE = 3'b010;
    parameter YELLOW = 3'b011;
    parameter GREEN = 3'b100;
    parameter BLUE = 3'b101;
    parameter PURPLE = 3'b110;
    parameter CYAN = 3'b111;
    parameter MAP_WIDTH = 14;
    always_ff @(posedge clk_in) begin
        case(block_color)
            RED: begin
                case(block_state)
                    0: begin
                        addr1 <= (block_x) + (block_y + 1) * MAP_WIDTH;
                        addr2 <= (block_x + 1) + (block_y + 1) * MAP_WIDTH;
                        addr3 <= (block_x + 1) + (block_y + 2) * MAP_WIDTH;
                        addr4 <= (block_x + 2) + (block_y + 2) * MAP_WIDTH;
                    end
                    1: begin
                        addr1 <= (block_x + 2) + (block_y + 1) * MAP_WIDTH;
                        addr2 <= (block_x + 1) + (block_y + 2) * MAP_WIDTH;
                        addr3 <= (block_x + 2) + (block_y + 2) * MAP_WIDTH;
                        addr4 <= (block_x + 1) + (block_y + 3) * MAP_WIDTH;
                    end
                    2: begin
                        addr1 <= (block_x) + (block_y + 2) * MAP_WIDTH;
                        addr2 <= (block_x + 1) + (block_y + 2) * MAP_WIDTH;
                        addr3 <= (block_x + 1) + (block_y + 3) * MAP_WIDTH;
                        addr4 <= (block_x + 2) + (block_y + 3) * MAP_WIDTH;
                    end
                    3: begin
                        addr1 <= (block_x + 1) + (block_y + 1) * MAP_WIDTH;
                        addr2 <= (block_x) + (block_y + 2) * MAP_WIDTH;
                        addr3 <= (block_x + 1) + (block_y + 2) * MAP_WIDTH;
                        addr4 <= (block_x) + (block_y + 3) * MAP_WIDTH;
                    end
                endcase
            end
            ORANGE: begin
                case(block_state)
                    0: begin
                        addr1 <= (block_x + 2) + (block_y + 1) * MAP_WIDTH;
                        addr2 <= (block_x) + (block_y + 2) * MAP_WIDTH;
                        addr3 <= (block_x + 1) + (block_y + 2) * MAP_WIDTH;
                        addr4 <= (block_x + 2) + (block_y + 2) * MAP_WIDTH;
                    end
                    1: begin
                        addr1 <= (block_x + 1) + (block_y + 1) * MAP_WIDTH;
                        addr2 <= (block_x + 1) + (block_y + 2) * MAP_WIDTH;
                        addr3 <= (block_x + 1) + (block_y + 3) * MAP_WIDTH;
                        addr4 <= (block_x + 2) + (block_y + 3) * MAP_WIDTH;
                    end
                    2: begin
                        addr1 <= (block_x) + (block_y + 2) * MAP_WIDTH;
                        addr2 <= (block_x + 1) + (block_y + 2) * MAP_WIDTH;
                        addr3 <= (block_x + 2) + (block_y + 2) * MAP_WIDTH;
                        addr4 <= (block_x) + (block_y + 3) * MAP_WIDTH;
                    end
                    3: begin
                        addr1 <= (block_x) + (block_y + 1) * MAP_WIDTH;
                        addr2 <= (block_x + 1) + (block_y + 1) * MAP_WIDTH;
                        addr3 <= (block_x + 1) + (block_y + 2) * MAP_WIDTH;
                        addr4 <= (block_x + 1) + (block_y + 3) * MAP_WIDTH;
                    end
                endcase
            end
            YELLOW: begin
                case(block_state)
                    0: begin
                        addr1 <= (block_x + 1) + (block_y + 1) * MAP_WIDTH;
                        addr2 <= (block_x + 2) + (block_y + 1) * MAP_WIDTH;
                        addr3 <= (block_x + 1) + (block_y + 2) * MAP_WIDTH;
                        addr4 <= (block_x + 2) + (block_y + 2) * MAP_WIDTH;
                    end
                    1: begin
                        addr1 <= (block_x + 1) + (block_y + 1) * MAP_WIDTH;
                        addr2 <= (block_x + 2) + (block_y + 1) * MAP_WIDTH;
                        addr3 <= (block_x + 1) + (block_y + 2) * MAP_WIDTH;
                        addr4 <= (block_x + 2) + (block_y + 2) * MAP_WIDTH;
                    end
                    2: begin
                        addr1 <= (block_x + 1) + (block_y + 1) * MAP_WIDTH;
                        addr2 <= (block_x + 2) + (block_y + 1) * MAP_WIDTH;
                        addr3 <= (block_x + 1) + (block_y + 2) * MAP_WIDTH;
                        addr4 <= (block_x + 2) + (block_y + 2) * MAP_WIDTH;
                    end
                    3: begin
                        addr1 <= (block_x + 1) + (block_y + 1) * MAP_WIDTH;
                        addr2 <= (block_x + 2) + (block_y + 1) * MAP_WIDTH;
                        addr3 <= (block_x + 1) + (block_y + 2) * MAP_WIDTH;
                        addr4 <= (block_x + 2) + (block_y + 2) * MAP_WIDTH;
                    end
                endcase
            end
            GREEN: begin
                case(block_state)
                    0: begin
                        addr1 <= (block_x + 1) + (block_y + 1) * MAP_WIDTH;
                        addr2 <= (block_x + 2) + (block_y + 1) * MAP_WIDTH;
                        addr3 <= (block_x) + (block_y + 2) * MAP_WIDTH;
                        addr4 <= (block_x + 1) + (block_y + 2) * MAP_WIDTH;
                    end
                    1: begin
                        addr1 <= (block_x + 1) + (block_y + 1) * MAP_WIDTH;
                        addr2 <= (block_x + 1) + (block_y + 2) * MAP_WIDTH;
                        addr3 <= (block_x + 2) + (block_y + 2) * MAP_WIDTH;
                        addr4 <= (block_x + 2) + (block_y + 3) * MAP_WIDTH;
                    end
                    2: begin
                        addr1 <= (block_x + 1) + (block_y + 2) * MAP_WIDTH;
                        addr2 <= (block_x + 2) + (block_y + 2) * MAP_WIDTH;
                        addr3 <= (block_x) + (block_y + 3) * MAP_WIDTH;
                        addr4 <= (block_x + 1) + (block_y + 3) * MAP_WIDTH;
                    end
                    3: begin
                        addr1 <= (block_x) + (block_y + 1) * MAP_WIDTH;
                        addr2 <= (block_x) + (block_y + 2) * MAP_WIDTH;
                        addr3 <= (block_x + 1) + (block_y + 2) * MAP_WIDTH;
                        addr4 <= (block_x + 1) + (block_y + 3) * MAP_WIDTH;
                    end
                endcase
            end
            BLUE: begin
                case(block_state)
                    0: begin
                        addr1 <= (block_x) + (block_y + 1) * MAP_WIDTH;
                        addr2 <= (block_x) + (block_y + 2) * MAP_WIDTH;
                        addr3 <= (block_x + 1) + (block_y + 2) * MAP_WIDTH;
                        addr4 <= (block_x + 2) + (block_y + 2) * MAP_WIDTH;
                    end
                    1: begin
                        addr1 <= (block_x + 1) + (block_y + 1) * MAP_WIDTH;
                        addr2 <= (block_x + 2) + (block_y + 1) * MAP_WIDTH;
                        addr3 <= (block_x + 1) + (block_y + 2) * MAP_WIDTH;
                        addr4 <= (block_x + 1) + (block_y + 3) * MAP_WIDTH;
                    end
                    2: begin
                        addr1 <= (block_x) + (block_y + 2) * MAP_WIDTH;
                        addr2 <= (block_x + 1) + (block_y + 2) * MAP_WIDTH;
                        addr3 <= (block_x + 2) + (block_y + 2) * MAP_WIDTH;
                        addr4 <= (block_x + 2) + (block_y + 3) * MAP_WIDTH;
                    end
                    3: begin
                        addr1 <= (block_x + 1) + (block_y + 1) * MAP_WIDTH;
                        addr2 <= (block_x + 1) + (block_y + 2) * MAP_WIDTH;
                        addr3 <= (block_x) + (block_y + 3) * MAP_WIDTH;
                        addr4 <= (block_x + 1) + (block_y + 3) * MAP_WIDTH;
                    end
                endcase
            end 
            PURPLE: begin
                case(block_state)
                    0: begin
                        addr1 <= (block_x + 1) + (block_y + 1) * MAP_WIDTH;
                        addr2 <= (block_x) + (block_y + 2) * MAP_WIDTH;
                        addr3 <= (block_x + 1) + (block_y + 2) * MAP_WIDTH;
                        addr4 <= (block_x + 2) + (block_y + 2) * MAP_WIDTH;
                    end
                    1: begin
                        addr1 <= (block_x + 1) + (block_y + 1) * MAP_WIDTH;
                        addr2 <= (block_x + 1) + (block_y + 2) * MAP_WIDTH;
                        addr3 <= (block_x + 2) + (block_y + 2) * MAP_WIDTH;
                        addr4 <= (block_x + 1) + (block_y + 3) * MAP_WIDTH;
                    end
                    2: begin
                        addr1 <= (block_x) + (block_y + 2) * MAP_WIDTH;
                        addr2 <= (block_x + 1) + (block_y + 2) * MAP_WIDTH;
                        addr3 <= (block_x + 2) + (block_y + 2) * MAP_WIDTH;
                        addr4 <= (block_x + 1) + (block_y + 3) * MAP_WIDTH;
                    end
                    3: begin
                        addr1 <= (block_x + 1) + (block_y + 1) * MAP_WIDTH;
                        addr2 <= (block_x) + (block_y + 2) * MAP_WIDTH;
                        addr3 <= (block_x + 1) + (block_y + 2) * MAP_WIDTH;
                        addr4 <= (block_x + 1) + (block_y + 3) * MAP_WIDTH;
                    end
                endcase
            end
            CYAN: begin
                case(block_state)
                    0: begin
                        addr1 <= (block_x) + (block_y + 1) * MAP_WIDTH;
                        addr2 <= (block_x + 1) + (block_y + 1) * MAP_WIDTH;
                        addr3 <= (block_x + 2) + (block_y + 1) * MAP_WIDTH;
                        addr4 <= (block_x + 3) + (block_y + 1) * MAP_WIDTH;
                    end
                    1: begin
                        addr1 <= (block_x + 2) + (block_y) * MAP_WIDTH;
                        addr2 <= (block_x + 2) + (block_y + 1) * MAP_WIDTH;
                        addr3 <= (block_x + 2) + (block_y + 2) * MAP_WIDTH;
                        addr4 <= (block_x + 2) + (block_y + 3) * MAP_WIDTH;
                    end
                    2: begin
                        addr1 <= (block_x) + (block_y + 2) * MAP_WIDTH;
                        addr2 <= (block_x + 1) + (block_y + 2) * MAP_WIDTH;
                        addr3 <= (block_x + 2) + (block_y + 2) * MAP_WIDTH;
                        addr4 <= (block_x + 3) + (block_y + 2) * MAP_WIDTH;
                    end
                    3: begin
                        addr1 <= (block_x + 1) + (block_y) * MAP_WIDTH;
                        addr2 <= (block_x + 1) + (block_y + 1) * MAP_WIDTH;
                        addr3 <= (block_x + 1) + (block_y + 2) * MAP_WIDTH;
                        addr4 <= (block_x + 1) + (block_y + 3) * MAP_WIDTH;
                    end
                endcase
            end
        endcase
    end 
endmodule

===== design/flow/run.sh =====
#!/bin/bash
# OpenROAD 26Q1-2900-gdf79404cd8, Yosys 0.63+post, stock flow scripts
make -C /OpenROAD-flow-scripts/flow DESIGN_CONFIG=/design/flow/config.mk WORK_HOME=/design/flow/orfs finish

==> results.cfg <==
; flow metrics
[routing]
drtPass1Iterations = 6
drc_errors = 0
final_antenna_net_count = 0
antenna_cells = 0
viasPerCell = 6.69
first_iter_violations = 1216
vias = 10396
wl_per_cell_um = 23.4
routed_wl_mm = 36.3

[power_and_ir_drop]
power.density_nw_per_um2 = 258
leakagePower_uw = 0.00411
switching_power_uw = 1420
power_frac_comb_pct = 78.7
ir_worst_vdd_mv = 0.129
sequentialPowerShare_pct = 11.9
switching_share_pct = 53.4
pwr-share-clk_pct = 9.4
internal-power_uw = 1240

[placed_design]
dp_cells = 1545
place_area_um2 = 10200
place_congestion = 1.02
port_buffers = 50
hpwl_mm = 26.2

[sta]
tns_ns = 0
report.final.setup_viol = 0
rsz0062_at_grt = no
hold_viol_final = 0
finalClockPeriodUsage_pct = 86.2
period_minus_slack_ns = 6.55
slew_viol_final = 0
fmax_ghz = 0.153
relSlewSlack_pct = 41.4
worst_pin_slew_ns = 0.877

[synthesis]
ys_chip_area_um2 = 9470
synthCells = 1323
postSynthAreaPerCell_um2 = 7.15
largest_area_cell = ha_1
yosysSeqAreaShare_pct = 11.4
edf_count = 36
netlist_area_um2 = 9470
area_leaders = ha_1 (12%), edfxtp_1 (11%), a21oi_1 (8.4%)
async_flop_share_pct = 0
synthDominantCellAreaShare_pct = 11.6
top_cells_by_count = nand2_1 (164), a21oi_1 (159), o21ai_0 (107), ha_1 (88)
flop_cell = edfxtp_1
yosys_cells = 1323
synth_top_cell_by_count = nand2_1
ys_seq_elements = 36
yosysWarnings = 1
yosysUniqueCellTypes = 78

[clock_network]
path_clk_slew_ns = 0.06
numCtsBuffers = 5
postCtsSetupBuffers = 0
h-tree-depth = 2
cts_hold_buf = 0
cts.sinks = 36
clockRootBuffer = clkbuf_16
cts_resized = 0
cts_tree = built
cts.path.max_buffers = 2

[job]
cap_violations = 0
warnings = 56

[die]
dieArea_um2 = 19500
fp_util_pct = 51.8
core_um2 = 18300
fp.dieH_um = 140
num_rows = 49
die_x_um = 140
io-pin-count = 51

[setup_path]
crit_required_ns = 7.61
critPathMaxFanout = 11
cp_cell_sequence = clkdlybuf4s50_1, buf_4, inv_1, ha_1, inv_1, buf_4, fa_1, inv_1, fa_1, inv_1, ha_1, o21ai_0, nor2_1, o21ai_0, xnor2_1, a221oi_1, a21oi_1, o32ai_1, o221a_2, a41oi_1
critPathLaunch = block_y[1]
cp-end-kind = register
arrival_ns = 6.56
slowest_delay_ns = 0.59
cp-start-kind = input pin
crit_top_cell = inv_1
worstSetupPathType = in2reg
endpoint = addr4[6]
crit_slowest_cell = fa_1

[hold_path]
hold_class = in2reg
min_path_cells = 3
hp-start = block_color[2]

[global_route]
grt_pass1_vias = 9688
grt_max_degree = 71
grt_remaining_overflow = 0
grt_pass1_wl_mm = 56.4
grt_usage_pct = 38.6
antenna_found_initial = 0

[final_layout]
layoutNonFillerInstCount = 1553
drive_gt1_share_pct = 5.29
syn_to_final_growth_pct = 9.17
design_area_um2 = 10300

[status]
status = finished, final reports clean
[layout make-up]
cell class	count	area, um^2
multi-input cells	1118	7750
clock buffers	6	129
clock inverters	2	35.0
repair buffers	84	756
fillers	1730	7940
inverters	78	293
flip-flops and latches	36	1080
well taps	229	287
[power groups by stage]
stage	Combinational [uW]	Sequential, uW	Clock, uW
final	2100	318	249
after global routing	2270	322	257
after CTS	2030	318	247
[worst max-delay path: cells and delay by family]
family	cells	cell delay (ns)
AND/OR/NAND/NOR	1	0.07
XOR/XNOR	1	0.23
adder cells (fa/ha/maj)	4	2.05
AND-OR/OR-AND	7	1.40
buffers and inverters	7	1.28
[worst min-delay path by stage]
stage     endpoint  slack [ns]
6_report  addr1[0]        2.19
5_1_grt   addr1[0]        2.22
4_1_cts   addr1[0]        2.20
[logic make-up (layout without fill, tap and decap cells)]
kind of cell,count (synthesis),in the layout,synth area share [%]
compound gates,510,510,34.1
simple gates,362,362,17.1
buf+inv,169,170,6.87
fa+ha+maj,118,118,18.0
xor+xnor,117,117,11.3
flops,36,36,11.4
mux,11,11,1.19
[stage by stage]
stage / util [%] / hold slack [ns] / worst slack, ns / total power, uW
floorplan: - / 1.79 / 1.61 / 1720
global placement: 55.7 / 2.25 / 0.904 / 2350
detailed placement: 55.7 / 2.25 / 0.800 / 2350
CTS: 56.6 / 2.20 / 1.09 / 2600
global route: 56.6 / 2.22 / 0.700 / 2850
finish: 56.6 / 2.19 / 1.05 / 2660
[sequential cells by signal (all words and copies together) (netlist names)]
signal,count
addr1,9
addr2,9
addr3,9
addr4,9
[placed cells by master, fill, tap and decap left out, types with 10 or more instances in the layout]
cell type,instances
ha_1,84
buf_4,34
a211oi_1,21
a21oi_1,159
a221oi_1,14
nor3_1,14
a21o_1,22
inv_1,76
a311oi_1,10
o21ai_0,107
xnor2_1,84
a31oi_1,32
o211ai_1,20
nor2_1,83
fa_1,30
o221ai_1,11
nor2b_1,15
nand2_1,163
xor2_1,30
a22oi_1,23
clkdlybuf4s50_1,50
edfxtp_1,36
nand2b_1,18
nand3_1,30
[per-layer routing]
layer | wire length, um | vias to the layer above | GRT usage [%]
li1 | - | 4808 | -
met1 | 14900 | 4696 | 55.6
met2 | 15300 | 754 | 57.0
met3 | 4640 | 138 | 10.7
met4 | 1470 | 0 | 11.9
met5 | 0 | - | 1.00
Power and IR drop assume default switching activity.
