<file path="./config.mk">
export PLATFORM = sky130hd
export DESIGN_NAME = wall_kicks
export DESIGN_NICKNAME = wall_kicks
export VERILOG_FILES = /design/flow/design.v
export SDC_FILE = /design/flow/constraint.sdc
export NUM_CORES = 4
export LEC_CHECK = 1
export CORE_AREA = 10 10 88 88
export DIE_AREA = 0 0 98 98
</file>
<file path="./constraint.sdc">
current_design wall_kicks

set clk_period 2.7
set clk_io_pct 0.2

create_clock -name clk0 -period $clk_period

set non_clock_inputs [all_inputs -no_clocks]
set_input_delay [expr $clk_period * $clk_io_pct] -clock clk0 $non_clock_inputs
set_output_delay [expr $clk_period * $clk_io_pct] -clock clk0 [all_outputs]
</file>
<file path="./design.v">
`timescale 1ns / 1ps
module wall_kicks( input [2:0] block_color,
                   input [1:0] block_state,
                   input [3:0] block_x,
                   input [4:0] block_y,
                   input [2:0] kicks_tried,
                   output logic [3:0] kick_block_x,
                   output logic [4:0] kick_block_y
    );
    parameter RED = 3'b001;
    parameter ORANGE = 3'b010;
    parameter YELLOW = 3'b011;
    parameter GREEN = 3'b100;
    parameter BLUE = 3'b101;
    parameter PURPLE = 3'b110;
    parameter CYAN = 3'b111;
    always_comb begin
        if (block_color == RED || block_color == ORANGE || block_color == GREEN ||
          block_color == BLUE || block_color == PURPLE) begin
            case(block_state)
                0: begin
                    case(kicks_tried)
                        0: begin
                            kick_block_x = block_x - 1;
                            kick_block_y = block_y;
                        end
                        1: begin
                            kick_block_x = block_x - 1;
                            kick_block_y = block_y + 1;
                        end
                        2: begin
                            kick_block_x = block_x;
                            kick_block_y = block_y - 2;
                        end
                        3: begin
                            kick_block_x = block_x - 1;
                            kick_block_y = block_y - 2;
                        end
                        default: begin
                            kick_block_x = block_x;
                            kick_block_y = block_y;
                        end
                    endcase
                end
                1: begin
                    case(kicks_tried)
                        0: begin
                            kick_block_x = block_x + 1;
                            kick_block_y = block_y;
                        end
                        1: begin
                            kick_block_x = block_x + 1;
                            kick_block_y = block_y - 1;
                        end
                        2: begin
                            kick_block_x = block_x;
                            kick_block_y = block_y + 2;
                        end
                        3: begin
                            kick_block_x = block_x + 1;
                            kick_block_y = block_y + 2;
                        end
                        default: begin
                            kick_block_x = block_x;
                            kick_block_y = block_y;
                        end
                    endcase
                end
                2: begin
                    case(kicks_tried)
                        0: begin
                            kick_block_x = block_x + 1;
                            kick_block_y = block_y;
                        end
                        1: begin
                            kick_block_x = block_x + 1;
                            kick_block_y = block_y + 1;
                        end
                        2: begin
                            kick_block_x = block_x;
                            kick_block_y = block_y - 2;
                        end
                        3: begin
                            kick_block_x = block_x + 1;
                            kick_block_y = block_y - 2;
                        end
                        default: begin
                            kick_block_x = block_x;
                            kick_block_y = block_y;
                        end
                    endcase
                end
                3: begin
                    case(kicks_tried)
                        0: begin
                            kick_block_x = block_x - 1;
                            kick_block_y = block_y;
                        end
                        1: begin
                            kick_block_x = block_x - 1;
                            kick_block_y = block_y - 1;
                        end
                        2: begin
                            kick_block_x = block_x;
                            kick_block_y = block_y + 2;
                        end
                        3: begin
                            kick_block_x = block_x - 1;
                            kick_block_y = block_y + 2;
                        end
                        default: begin
                            kick_block_x = block_x;
                            kick_block_y = block_y;
                        end
                    endcase
                end
            endcase
        end else if (block_color == CYAN) begin
            case(block_state)
                0: begin
                    case(kicks_tried)
                        0: begin
                            kick_block_x = block_x - 2;
                            kick_block_y = block_y;
                        end
                        1: begin
                            kick_block_x = block_x + 1;
                            kick_block_y = block_y;
                        end
                        2: begin
                            kick_block_x = block_x - 2;
                            kick_block_y = block_y - 1;
                        end
                        3: begin
                            kick_block_x = block_x + 1;
                            kick_block_y = block_y + 2;
                        end
                        default: begin
                            kick_block_x = block_x;
                            kick_block_y = block_y;
                        end
                    endcase
                end
                1: begin
                    case(kicks_tried)
                        0: begin
                            kick_block_x = block_x - 1;
                            kick_block_y = block_y;
                        end
                        1: begin
                            kick_block_x = block_x + 2;
                            kick_block_y = block_y;
                        end
                        2: begin
                            kick_block_x = block_x - 1;
                            kick_block_y = block_y + 2;
                        end
                        3: begin
                            kick_block_x = block_x + 2;
                            kick_block_y = block_y - 1;
                        end
                        default: begin
                            kick_block_x = block_x;
                            kick_block_y = block_y;
                        end
                    endcase
                end
                2: begin
                    case(kicks_tried)
                        0: begin
                            kick_block_x = block_x + 2;
                            kick_block_y = block_y;
                        end
                        1: begin
                            kick_block_x = block_x - 1;
                            kick_block_y = block_y;
                        end
                        2: begin
                            kick_block_x = block_x + 2;
                            kick_block_y = block_y + 1;
                        end
                        3: begin
                            kick_block_x = block_x - 1;
                            kick_block_y = block_y - 2;
                        end
                        default: begin
                            kick_block_x = block_x;
                            kick_block_y = block_y;
                        end
                    endcase
                end
                3: begin
                    case(kicks_tried)
                        0: begin
                            kick_block_x = block_x + 1;
                            kick_block_y = block_y;
                        end
                        1: begin
                            kick_block_x = block_x - 2;
                            kick_block_y = block_y;
                        end
                        2: begin
                            kick_block_x = block_x + 1;
                            kick_block_y = block_y - 2;
                        end
                        3: begin
                            kick_block_x = block_x - 2;
                            kick_block_y = block_y + 1;
                        end
                        default: begin
                            kick_block_x = block_x;
                            kick_block_y = block_y;
                        end
                    endcase
                end
            endcase
        end else begin
            kick_block_x = block_x;
            kick_block_y = block_y;
        end   
    end
endmodule
</file>
<file path="./run.sh">
#!/bin/bash
# OpenROAD 26Q1-2900-gdf79404cd8, Yosys 0.63+post, stock flow scripts
make -C /OpenROAD-flow-scripts/flow DESIGN_CONFIG=/design/flow/config.mk WORK_HOME=/design/flow/orfs finish
</file>
==> impl_table.tex <==
% Generated from flow reports
\begin{tabular}{lr}
\hline
Metric & Value \\
\hline
\multicolumn{2}{l}{\textbf{Die}} \\
\quad Die extent in y & just under 100 um \\
\quad Core utilization at floorplan & 0.275 \\
\quad I/O pins & 26 \\
\quad Chip Area & 9600 um\^{}2 \\
\quad Die x size & slightly below 100 um \\
\quad Number of core rows & 28 \\
\quad Area of the core & between 5000 and 6000 um\^{}2 \\
\multicolumn{2}{l}{\textbf{Global route}} \\
\quad Initial antenna violation count & 0 \\
\quad First-pass GRT wire length & between 10000 and 15000 um \\
\quad Global-route usage over all layers & 0.121 \\
\quad Via count of the first global-routing pass & between 2000 and 2500 \\
\quad Remaining global-route overflow & 0 \\
\quad Largest net degree at the start of global routing & 16 \\
\multicolumn{2}{l}{\textbf{Critical path}} \\
\quad Cell class contributing the biggest share of worst-path delay & buffers and inverters \\
\quad Type of the setup path with the least slack & input pin to primary output \\
\quad Critical Path Fanout Max & 5 \\
\quad Critical path data arrival time & 2.08 ns \\
\quad Worst setup EP type & primary output \\
\quad CP max-delay cell & sky130\_fd\_sc\_hd\_\_ha\_4 \\
\quad Crit path required time & 2.16 ns \\
\quad Peak per-stage delay on the critical path & 0.30 ns \\
\quad Critical Path Start & block\_x[1] \\
\quad Cells traversed along the worst timing path & clkdlybuf4s15\_2, inv\_2, buf\_4, ha\_4, nand2\_1, a21o\_1, a21oi\_2, a221oi\_2, o21a\_1, dlygate4sd2\_1 \\
\quad Worst setup SP type & input pin \\
\quad Buffer-and-inverter tally for the worst setup path & 4 \\
\multicolumn{2}{l}{\textbf{Power}} \\
\quad Maximum ir drop on the vdd rail & between 0.00008 and 0.00009 V \\
\quad Pleak & 1.22 nW \\
\quad Total power density per cell area & 169 nW/um\^{}2 \\
\quad Power, Total & about 0.49 mW \\
\multicolumn{2}{l}{\textbf{STA}} \\
\quad Post-layout period usage & 0.970 \\
\quad Slew margin rel. & 0.778 \\
\quad Final tally of hold violations & 0 \\
\quad Total Neg Setup Slack & 0 ns \\
\quad Hold WS & about 1.5 ns \\
\quad Max Freq & around 380 MHz \\
\quad Setup violators final & 0 \\
\quad Pins over their slew limit & 0 \\
\quad Worst-margin pin slew & $\sim$0.33 ns \\
\quad Post-layout min period & roughly 2.6 ns \\
\multicolumn{2}{l}{\textbf{Routing}} \\
\quad Length of the first detailed-routing pass in iterations & 5 \\
\quad Count of vias placed by the detailed router & about 2200 \\
\quad Post-route DRC violation count & 0 \\
\quad Number of diodes added for antenna fixing & 0 \\
\quad Via count normalized by instance count & 5.32 \\
\quad Starting DRT DRC Count & 68 \\
\quad Post-Route WL & between 6000 and 7000 um \\
\quad WL/cell & 15.3 um \\
\quad Number of antenna-violating nets in the routed design & 0 \\
\multicolumn{2}{l}{\textbf{Placement}} \\
\quad Count of buffers inserted at the top-level ports & 26 \\
\quad Detail Placement HPWL & 4520 um \\
\quad GPL Wtd Cong & 0.973 \\
\multicolumn{2}{l}{\textbf{Final layout}} \\
\quad Total area of sequential cells & 0 um\^{}2 \\
\quad Number of clock buffers in the layout & 0 \\
\quad Layout cells sized above 1 & 0.532 \\
\quad Seq\_cells & 0 \\
\quad Number of fillers in the final layout & roughly 540 \\
\quad Area Overhead vs Synth & 78.6\% \\
\quad Combinational gate area & $\sim$1900 um\^{}2 \\
\quad Final core utilization & 0.491 \\
\multicolumn{2}{l}{\textbf{Synthesis}} \\
\quad Area contributors post-synth & sky130\_fd\_sc\_hd\_\_ha\_1 (11\%), sky130\_fd\_sc\_hd\_\_a21oi\_1 (6.5\%), sky130\_fd\_sc\_hd\_\_xnor2\_1 (5.4\%) \\
\quad Cell count in the Yosys report & 234 \\
\quad Number of distinct library cells after synthesis & 60 \\
\quad Synth Area per Inst & between 6 and 7 um\^{}2 \\
\quad Dominant cell type by area after synthesis & sky130\_fd\_sc\_hd\_\_ha\_1 \\
\quad Yosys warning count & 1 \\
\quad Fraction of post-synthesis cell area in the top cell type by area & 0.108 \\
\quad Count of mapped cells out of synthesis & roughly 230 \\
\quad Yosys chip area & between 1500 and 2000 um\^{}2 \\
\quad Syn Std Cell Area & 1630 um\^{}2 \\
\quad Share of the yosys chip area belonging to registers & 0 \\
\multicolumn{2}{l}{\textbf{Min path}} \\
\quad Terminating pin of the worst hold path & kick\_block\_y[0] \\
\quad Worst hold path cell count & 4 \\
\quad Hold Path Class & input pin to primary output \\
\quad Startpoint of the tightest hold check path & block\_y[0] \\
\multicolumn{2}{l}{\textbf{Status}} \\
\quad Outcome & finished clean \\
\multicolumn{2}{l}{\textbf{Job}} \\
\quad Number of logged tool warnings & between 40 and 50 \\
\quad Number of max-cap violations & 0 \\
\multicolumn{2}{l}{\textbf{Clocking}} \\
\quad CTS Hold Buffers Added & 0 \\
\hline
\end{tabular}
==> synthesized netlist by cell type (all sizes together), types with 2 or more instances <==
master and instances:
a2111oi 3, a211oi 5, a21boi 2, a21oi 21, a221oi 4, a22oi 2
a31oi 3, and3 3, buf 14, clkbuf 6, ha 14, inv 12
mux2 3, mux2i 7, nand2 21, nand2b 7, nand3 6, nor2 16
nor3 11, o211a 3, o211ai 5, o21a 2, o21ai 12, o221ai 4
o22ai 6, o311ai 2, o31a 2, o32a 2, o32ai 2, or2 2
or3 3, or3b 2, xnor2 10, xor2 5
==> worst max-delay path by stage <==
stage	slack, ns	endpoint	cells after the start
CTS	0.003	kick_block_x[2]	10
global route	-0.02	kick_block_x[1]	10
finish	0.08	kick_block_x[1]	10
==> per-stage QoR <==
stage,instances,area [um^2],worst slack (ns)
5_1_grt,404,2910,-0.0162
3_3_place_gp,385,2390,-0.680
4_1_cts,400,2780,0.00343
2_1_floorplan,234,1630,0.193
6_report,404,2910,0.0816
3_5_place_dp,385,2390,-0.669
==> metal layers <==
metal / track usage / vias to the layer above / share of wire / wire length, um
met3: 0.0128 / 6 / 0.040 / 248
met2: 0.216 / 47 / 0.49 / 3040
met1: 0.156 / 1022 / 0.46 / 2830
li1: - / 1075 / - / -
met5: 0 / - / 0 / 0
met4: 0.0157 / 0 / 0.011 / 68
==> cell type report <==
cell class                      count  share of cell area
Inverter                           12              0.0172
Tap cell                           75              0.0323
Timing Repair Buffer              115               0.314
Multi-Input combinational cell    202               0.636
==> cells in the final DEF (no fill, tap or decap), types with 7 or more instances in the layout <==
master	n
sky130_fd_sc_hd__nand2_1	18
sky130_fd_sc_hd__ha_4	10
sky130_fd_sc_hd__xnor2_1	7
sky130_fd_sc_hd__dlygate4sd2_1	7
sky130_fd_sc_hd__nor2_1	13
sky130_fd_sc_hd__buf_6	8
sky130_fd_sc_hd__buf_4	81
sky130_fd_sc_hd__a21oi_1	15
sky130_fd_sc_hd__o21ai_1	7
sky130_fd_sc_hd__inv_2	8
==> where the power goes <==
part           switching, mW  total (mW)  internal [mW]
combinational          0.235       0.493          0.258
sequential                 0           0              0
clock                      0           0              0
total                  0.235       0.493          0.258
==> worst min-delay path: cells and delay by family <==
kind / cells / cell delay, ns
buffers and inverters: 3 / 0.38
AOI/OAI and AO/OA: 1 / 0.06
==> timing repair <==
item | in CTS | in global routing
pin swaps | 40 | 18
gates resized | 114 | 33
gates cloned | 1 | 0
endpoints found under the setup margin | 9 | 8
buffers inserted | 14 | 4
==> cell families after synthesis <==
group / synth area share
buffers and inverters: 0.108
xor gates and xnor gates: 0.0853
AOI/OAI and AO/OA: 0.392
muxes: 0.0637
adders and majority gates: 0.108
and+or+nand+nor: 0.243
No activity file was given, so power comes from the tool's default toggle rates.
